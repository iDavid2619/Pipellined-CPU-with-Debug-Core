## /design/flow/config.mk

```make
export PLATFORM = sky130hd
export DESIGN_NAME = register_file
export DESIGN_NICKNAME = register_file
export VERILOG_FILES = /design/flow/design.v
export SDC_FILE = /design/flow/constraint.sdc
export NUM_CORES = 4
export LEC_CHECK = 1
export CORE_UTILIZATION = 40
```

## /design/flow/constraint.sdc

```tcl
current_design register_file

set clk_period 11.9
set clk_io_pct 0.2

create_clock -name clk0 -period $clk_period [get_ports {clk}]

set non_clock_inputs [all_inputs -no_clocks]
set_input_delay [expr $clk_period * $clk_io_pct] -clock clk0 $non_clock_inputs
set_output_delay [expr $clk_period * $clk_io_pct] -clock clk0 [all_outputs]
```

## /design/flow/design.v

```verilog
`timescale 1ns / 1ps
module register_file (
    input  clk, rst_n,
    input                               wb_no_op,
    input                               write_en,
    input  [5 - 1:0] write_reg_addr,
    input  [32 - 1:0]           write_data,
    input  [5 - 1:0] read_reg_addr_1,
    output [32 - 1:0]           read_data_1,
    input  [5 - 1:0] read_reg_addr_2, 
    output [32 - 1:0]           read_data_2
    );
    reg [32 - 1:0] registers [32 - 1:0];
    integer i;
    always @(negedge clk, negedge rst_n) begin
        if (~rst_n)
            for (i = 0; i < 32; i = i + 1)
                registers[i] <= 0;
        else if (write_en & ~wb_no_op & (write_reg_addr != 0)) 
            registers[write_reg_addr] <= write_data;
        else 
            registers[0] <= 0;
    end
    assign read_data_1 = (registers[read_reg_addr_1]);
    assign read_data_2 = (registers[read_reg_addr_2]);
endmodule
```

## /design/flow/run.sh

```bash
#!/bin/bash
# OpenROAD 26Q1-2900-gdf79404cd8, Yosys 0.63+post, stock flow scripts
make -C /OpenROAD-flow-scripts/flow DESIGN_CONFIG=/design/flow/config.mk WORK_HOME=/design/flow/orfs finish
```

==> flow.log <==
[metrics] run summary
INFO  metric post-layout-total-power = around 9400 uW
INFO  metric warning_count = 41
INFO  metric grt_max_degree = approximately 120
INFO  metric synth_top_area_share = 0.498
INFO  metric yosys.area_share.aoi = 0.158
INFO  metric numClockSinks = slightly above 1000
INFO  metric htree_num_levels = 3
INFO  metric worst_reg2reg_path_endpoint = registers[10][17]
INFO  metric die_h = 361 um
INFO  metric worst_setup_hold_path_clk_slew = 0.05 ns
INFO  metric area_delta_synth_final = 16.1%
INFO  metric setup_viol = 0
INFO  metric post-cts-setup-buffers = 0
INFO  metric mappedNetlistArea = 51500 um^2
INFO  metric synth_sequential_area_ratio = 0.498
INFO  metric num_io_pins = 115
INFO  metric worst_ir_drop_vdd = approximately 0.13 mV
INFO  metric dominantRegCellSynth = sky130_fd_sc_hd__dfrtn_1
INFO  metric detail_route.wl_per_cell = 44.5 um
INFO  metric rsz0062_at_grt = false
INFO  metric timing.max_slew.rel_slack = 0.109
INFO  metric grt_usage = 0.436
INFO  metric timing.clock.skew = 0 ns
INFO  metric yosys.area_share.simple = 0.0750
INFO  metric finalMaxSlewViolations = 0
INFO  metric power.leakage = roughly 0.026 uW
INFO  metric yosys-stat-area = 51500 um^2
INFO  metric timing_worst_setup_path_type = reg2out
INFO  metric post_cts_resize_count = 0
INFO  metric cellPowerDensity = ~160 nW/um^2
INFO  metric die-area = 130000 um^2
INFO  metric routabilityCongestion = 1.05
INFO  metric rows = 131
INFO  metric worst_hold_path_type = reg2reg
INFO  metric max_incr_delay_on_cp = 0.75 ns
INFO  metric setup_tns_final = 0 ns
INFO  metric route.final.wire_length = about 270000 um
INFO  metric terminating_pin_of_the_worst_hold_path = registers[0][25]
INFO  metric yosys-dominant-comb-family = multiplexers
INFO  metric post_dp_cell_area = 55600 um^2
INFO  metric synth.area.top_cells = sky130_fd_sc_hd__dfrtn_1 (50%), sky130_fd_sc_hd__mux2_2 (22%), sky130_fd_sc_hd__a22oi_1 (10%), sky130_fd_sc_hd__buf_2 (1.6%), sky130_fd_sc_hd__clkbuf_1 (1.4%)
INFO  metric floorplan.initialDensity = 0.403
INFO  metric reg2reg_from = registers[10][17]
INFO  metric crit_fanout = 3
INFO  metric post_synth_most_frequent_cells = sky130_fd_sc_hd__dfrtn_1 (1024), sky130_fd_sc_hd__mux2_2 (1015), sky130_fd_sc_hd__a22oi_1 (689), sky130_fd_sc_hd__clkbuf_1 (196), sky130_fd_sc_hd__nand2_1 (175)
INFO  metric port-buffer-count = 114
INFO  metric timing.critical_path.from_type = register
INFO  metric hold_path_startpoint = registers[0][25]
INFO  metric postSynthAreaPerCell = between 10 and 15 um^2
INFO  metric grt_remaining_overflow = 0
INFO  metric coreArea = 128000 um^2
INFO  metric worstPathArrival = ~9.1 ns
INFO  metric layout-drive-gt1-share = 0.351
INFO  metric clk-insertion-delay-late = 0.67 ns
INFO  metric postCtsHoldBufs = 0
INFO  metric cts_tree = yes
INFO  metric synth_top_cell_by_area = sky130_fd_sc_hd__dfrtn_1
INFO  metric post-route-drc-count = 0
INFO  metric layout_filler_cell_count = 11245
INFO  metric synthCells = 4355
INFO  metric vias = 45504
INFO  metric worst_hold_slack = 0.460 ns
INFO  metric post-dp-hpwl = 158000 um
INFO  metric top_regs = registers (1024)
INFO  metric synthDistinctLibCells = just over 70
INFO  metric post_synth_xor_area_fraction = 0
INFO  metric synthMuxAreaShare = 0.232
INFO  metric synth_stat.cells = between 4000 and 5000
INFO  metric viasPerCell = around 7.4
INFO  metric critPathRequiredTime = 9.52 ns
INFO  metric run_status = finished clean
INFO  metric yosysMostFrequentCell = sky130_fd_sc_hd__dfrtn_1
INFO  metric cp.buffers_inverters = 1
INFO  metric finalHoldViolCount = 0
INFO  metric die-width = 361 um
INFO  metric final_design_area_no_fill = about 60000 um^2
INFO  metric standard_cell_with_the_maximum_stage_delay_on_the_critical_path = sky130_fd_sc_hd__a31oi_1
INFO  metric min_path_cells = 1
INFO  metric grt_pass1_wl = ~370000 um
INFO  metric numSynthFlops = 1024
INFO  metric antenna_found_initial = 21
INFO  metric detailedRoute.firstIterationViolations = 5848
INFO  metric critPathTopFamily = AND-OR/OR-AND gates
INFO  metric first_global_vias = 44670
INFO  metric yosys.area_share.adder = 0
INFO  metric drtAntennaViolNets = 0
INFO  metric drtPass1Iterations = 7
INFO  metric cts_buffers = 112
INFO  metric cap_viol_max_count = 0
INFO  metric ff2ff_setup_slack = around 11 ns
INFO  metric yosys_warnings = 2
INFO  metric worst_setup_path_end_kind = output pin
INFO  metric tightest_slew = 1.33 ns
INFO  metric clock-root-buffer = sky130_fd_sc_hd__clkbuf_16
INFO  metric edf_count = 0
INFO  metric max_reg_flops = 1024
INFO  metric registers.top_by_ff_count = registers
INFO  metric critical_path.cell_chain = nand2_1 > a2bb2o_1 > a32oi_1 > nand4_1 > nor3_1 > a31oi_1 > clkdlybuf4s50_1
INFO  metric reg2regPathDepth = 1
INFO  metric cts_max_path_buffers = 3
INFO  metric synthArstFlopShare = 1.00
cells in the final DEF, fill, tap and decap left out, types with 77 or more instances in the layout:
master,n
sky130_fd_sc_hd__nand2_1,162
sky130_fd_sc_hd__clkdlybuf4s50_1,104
sky130_fd_sc_hd__nand4_1,103
sky130_fd_sc_hd__clkbuf_16,117
sky130_fd_sc_hd__nor2_1,106
sky130_fd_sc_hd__buf_4,201
sky130_fd_sc_hd__mux2_2,1015
sky130_fd_sc_hd__a22oi_1,689
sky130_fd_sc_hd__a21oi_1,77
sky130_fd_sc_hd__dfrtn_1,1024
where the power goes:
group	internal, uW	switching, uW
Combinational	539	614
Clock	2320	1570
Sequential	3970	426
Total	6830	2610
routing by layer:
metal	routed length, um	part of all wire	track usage
met2	107000	0.39	0.557
met5	772	0.0028	0.0281
met4	23800	0.087	0.273
met1	93500	0.34	0.530
met3	50200	0.18	0.305
how the worst max path moves through the flow:
stage | start | to | slack, ns | cells after the start
CTS | registers[23][23] | read_data_1[23] | 0.57 | 5
global route | registers[15][25] | read_data_2[25] | 0.50 | 7
finish | registers[15][25] | read_data_2[25] | 0.45 | 7
stage by stage:
step	worst slack [ns]	util	std cells
final	0.454	0.468	6176
after global routing	0.504	0.468	6159
after CTS	0.570	0.468	6155
after detailed placement	0.800	0.436	5942
after global placement	0.751	0.436	5942
after floorplan	1.93	-	4355
cell type report:
type,instances,area [um^2],share of cell area
diodes,21,52.6,0.000879
clock buffers,148,3220,0.0540
clock inverters,65,863,0.0144
inverters,7,26.3,0.000440
multi-input cells,2899,24500,0.411
flip-flops and latches,1024,25600,0.429
well taps,1662,2080,0.0348
repair buffers,350,3340,0.0559
cells by family after synthesis:
logic type / count (synthesis)
mux: 1064
flops: 1024
simple gates: 762
buf+inv: 432
compound gates: 1073
No activity file was given, so power comes from the tool's default toggle rates.
