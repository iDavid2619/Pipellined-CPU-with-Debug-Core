==> ./design.v <==
`timescale 1ns / 1ps
module alu (
    input      [6 - 1:0] alu_opcode,
    input      [2 - 1:0] val2_sel,
    input      [2 - 1:0] val1_sel,
    input      [32 - 1:0] alu_result, 
    input      [32 - 1:0] reg_write_data,
    input      [32 - 1:0] a_input,
    input      [32 - 1:0] b_input,
    output reg [32 - 1:0] alu_output
    );
    reg [32 - 1:0] val1, val2;
    always @(*) begin
        case (val1_sel)
            2'b00:   val1 = a_input;
            2'b01: val1 = alu_result;
            2'b10: val1 = reg_write_data;
            default:           val1 = 0;
        endcase 
        case (val2_sel)
            2'b00:   val2 = b_input;
            2'b01: val2 = alu_result;
            2'b10: val2 = reg_write_data;
            default:           val2 = 0;
        endcase
    end
    integer i;
    always @(alu_opcode, val1, val2) begin
        case (alu_opcode)
            6'b00_0000 , 6'b00_0100 : alu_output = val2 << val1;
            6'b00_0010 , 6'b00_0110 : alu_output = val2 >> val1;
            6'b00_0011 , 6'b00_0111 : alu_output = $signed(val2) >>> val1;
            6'b10_0000 , 6'b00_1000 : alu_output =   $signed(val1) +   $signed(val2);
            6'b10_0001, 6'b00_1001: alu_output = $unsigned(val1) + $unsigned(val2);
            6'b10_0010             : alu_output =   $signed(val1) -   $signed(val2);
            6'b10_0011            : alu_output = $unsigned(val1) - $unsigned(val2);
            6'b10_0100 , 6'b00_1100 : for (i = 0; i < 32; i = i + 1) alu_output[i] = val1[i] & val2[i];
            6'b10_0101  , 6'b00_1101  : for (i = 0; i < 32; i = i + 1) alu_output[i] = val1[i] | val2[i];
            6'b10_0110 , 6'b00_1110 : for (i = 0; i < 32; i = i + 1) alu_output[i] = val1[i] ^ val2[i];
            6'b10_0111             : for (i = 0; i < 32; i = i + 1) alu_output[i] = ~(val1[i] | val2[i]);
            6'b10_1010 , 6'b00_1010 : alu_output = (  $signed(val1) <   $signed(val2)) ? 1 : 0;
            6'b10_1011, 6'b00_1011: alu_output = ($unsigned(val1) < $unsigned(val2)) ? 1 : 0;
            6'b00_1111             : alu_output = {val2[15:0], val1[15:0]};
            default              : alu_output = 0;
        endcase
    end
endmodule
==> ./run.sh <==
#!/bin/bash
# OpenROAD 26Q1-2900-gdf79404cd8, Yosys 0.63+post, stock flow scripts
make -C /OpenROAD-flow-scripts/flow DESIGN_CONFIG=/design/flow/config.mk WORK_HOME=/design/flow/orfs finish
==> ./config.mk <==
export PLATFORM = sky130hd
export DESIGN_NAME = alu
export DESIGN_NICKNAME = alu
export VERILOG_FILES = /design/flow/design.v
export SDC_FILE = /design/flow/constraint.sdc
export NUM_CORES = 4
export LEC_CHECK = 1
export CORE_UTILIZATION = 40
==> ./constraint.sdc <==
current_design alu

set clk_period 32.2
set clk_io_pct 0.2

create_clock -name clk0 -period $clk_period

set non_clock_inputs [all_inputs -no_clocks]
set_input_delay [expr $clk_period * $clk_io_pct] -clock clk0 $non_clock_inputs
set_output_delay [expr $clk_period * $clk_io_pct] -clock clk0 [all_outputs]
==> CHANGELOG.md <==
### Changed

* P_sw at 206 uW
* Largest delay share family, worst path: AND-OR/OR-AND gates
* YS chip area at 11,100 um2
* Register area at 0 um2
* Status: completed
* Synth Seq Share at 0%
* CTS resizes at 0
* Crit. End Element: primary output
* Most frequent CP cell: buf_4
* Wire length on met3 at 7.98 mm
* Largest net degree at the start of global routing at 60
* Synth unique cells at 82
* CP peak stage delay at 0.62 ns
* Vias in the first global route at 14,153
* Met2 WL at 28.9 mm
* Routability Congestion at 1.10
* DR iter-0 viols at 2,057
* Most frequent logic cell in the layout: nor2_1
* Tcrit/Tclk final at 59.8%
* CP startpoint kind: primary input
* Buffers and inverters on the worst path at 7
* CP Launch Point: val1_sel[0]
* Via/cell ratio at 7.05
* Worst hold slack at 14.30 ns
* Max IR drop VDD at 10.7 uV
* Row count at 60
* Final setup vio count at 0
* Remaining Overflow, GRT at 0
* Detailed-route wire length at 68.6 mm
* # clk buffers at 0
* DPL Wire Length at 53.8 mm
* Routed len/inst at 32.0 um
* Antenna violations before repair at 1
* Die area at 28,300 um2
* Postcts setup bufs at 0
* Static leakage at 5.42 nW
* Log Warnings at 105
* Hold-fix buffers, CTS at 0
* Filler instances at 2,731
* Floorplan Core Area at 27,000 um2
* CP Capture Point: alu_output[28]
* Top-Level Pins at 170
* Tmin final at 19.26 ns
* Residual DRC count at 0
* Final total power at 319 uW
* Rel. slew slack at 23.1%
* Via count at 15,111
* CP Class: in2out
* Hold crit path type: in2out
* Mean Syn Cell Area at 6.50 um2
* Final Hold Viols at 0
* # Cells Yosys at 1,703
* Sw frac at 64.4%
* Height of the die at 168 um
* Synth warn at 1
* Cell depth of the worst setup path at 21
* RSZ-0062 raised after global routing: false
* Highest Signal Layer: met4
* Crit path cell chain: clkdlybuf4s50_1 -> buf_4 -> nor2b_4 -> buf_4 -> o2bb2ai_4 -> buf_4 -> inv_2 -> ha_1 -> inv_1 -> fa_1 -> a211oi_1 -> o311ai_0 -> o31a_1 -> o311a_1 -> a211o_1 -> nand4_1 -> o31a_1 -> a221o_1 -> o21ai_0 -> o2111ai_1 -> clkdlybuf4s50_1
* Synth Cell Area at 11,100 um2
* Synth-to-layout area growth at 18.8%
* Most frequent cells in the layout: nor2_1, mux2i_1, clkdlybuf4s50_1
* Int Pwr at 114 uW
* Max cap viols at 0
* Layout cell share with drive strength beyond 1 at 6.33%
* Worst endpoint required time at 25.76 ns
* Pre-Place Util at 40.9%
* Overall routing resource usage at 48.4%
* Pins over their slew limit at 0
* M1 WL at 25.2 mm
* Fin Setup TNS at 0 ns
* Peak Freq at 51.9 MHz
* Detail Route Antenna Nets at 0
* Cells after synthesis at 1,703
* Chip width at 168 um
* CP max stage cell: o311ai_0
* DR pass1 iterations at 6
* Flip-flops at 0
* Power density cells at 24.3 nW/um2
* Gate Area at 10,200 um2
* CP max FO at 47
* I/O Buffers at 170
* CP arrival at 12.82 ns
* First-pass GRT wire length at 98.6 mm
* Worst Tran Pin Value at 1.15 ns
## cell families after synthesis
logic type	count (synthesis)	synth area share, %
AND-OR/OR-AND	656	40.2
AND/OR/NAND/NOR	512	21.0
buffers and inverters	232	8.78
multiplexers	183	16.7
adder cells (fa/ha/maj)	110	12.6
XOR/XNOR	10	0.791
## metrics by stage
| stage | utilization [%] | std cells | cell area [um2] | setup slack (ns) |
|---|---|---|---|---|
| finish | 48.6 | 2142 | 13100 | 12.94 |
| global route | 48.6 | 2141 | 13100 | 12.58 |
| CTS | 48.6 | 2141 | 13100 | 13.12 |
| detailed placement | 48.6 | 2141 | 13100 | 13.13 |
| global placement | 48.6 | 2141 | 13100 | 13.19 |
| floorplan | - | 1703 | 11100 | 14.60 |
## how the worst min path moves through the flow
| stage | from | cells past startpoint | to |
|---|---|---|---|
| global route | alu_result[5] | 6 | alu_output[10] |
| finish | alu_result[5] | 6 | alu_output[10] |
| CTS | alu_result[5] | 6 | alu_output[10] |
## synth_stat cells (15+ instances only)
cell	count	area, um2
a211oi_1	33	248
a21oi_1	163	816
a221oi_1	17	149
a22oi_1	20	150
a2bb2oi_1	16	140
a31oi_1	22	138
buf_2	24	120
clkbuf_1	91	342
ha_1	108	1350
inv_1	87	327
mux2i_1	174	1740
nand2_1	133	499
nand2b_1	18	113
nand3_1	32	160
nor2_1	195	732
nor2b_1	15	93.8
nor3_1	47	235
o211ai_1	26	195
o21ai_0	117	586
o221ai_1	23	201
o22ai_1	33	206
o2bb2ai_1	34	298
## per-layer routing
| layer | global-route usage, % | up-vias |
|---|---|---|
| met3 | 14.4 | 277 |
| met2 | 72.4 | 1129 |
| met5 | 0 | - |
| li1 | - | 6638 |
| met4 | 37.3 | 0 |
| met1 | 58.2 | 7067 |
## power groups by stage
stage	combinational, mW	clock, mW	sequential (mW)
global route	0.334	0	0
CTS	0.304	0	0
## layout make-up
type,count,share of cell area (%)
well taps,341,3.25
diodes,1,0.0190
multi-input cells,1471,77.5
inverters,94,2.68
repair buffers,235,16.6
Power figures rest on the tool's default switching activity, not on a simulated workload.
